==> flow/design.v <==
package riscv_definitions;
localparam REG_ADDR = 5;
localparam DATA_WIDTH = 32;
localparam REG_COUNT = 32;
localparam RAM_AMOUNT = 4;
    typedef logic [DATA_WIDTH-1:0] dataBus_t;
    typedef enum logic [6:0] {
        LUI    = 7'b0110111,   
        AUIPC  = 7'b0010111,   
        JAL    = 7'b1101111,   
        JALR   = 7'b1100111,   
        BRCH_S = 7'b1100011,   
        LOAD_S = 7'b0000011,   
        STORE_S = 7'b0100011,  
        ALUI_S = 7'b0010011,   
        ALU_S  = 7'b0110011    
    } opcodeType;
    typedef enum logic [2:0] {
        IMM_I = 3'b000,   
        IMM_IS = 3'b001,  
        IMM_S = 3'b010,   
        IMM_B = 3'b011,   
        IMM_U = 3'b100,   
        IMM_J = 3'b101    
    } imm_src_t;
    typedef enum logic [3:0] {
        ALU_ADD    = 4'b0000,  
        ALU_SLL    = 4'b0001,  
        ALU_LT     = 4'b0010,  
        ALU_LTU    = 4'b0011,  
        ALU_XOR    = 4'b0100,  
        ALU_SRL    = 4'b0101,  
        ALU_OR     = 4'b0110,  
        ALU_AND    = 4'b0111,  
        ALU_SUB    = 4'b1000,  
        ALU_SRA    = 4'b1001,  
        ALU_BPS2   = 4'b1010,  
        ALU_EQUAL  = 4'b1011,  
        ALU_NEQUAL = 4'b1100,  
        ALU_GT     = 4'b1101,  
        ALU_GTU    = 4'b1111   
    } aluOpType;
    typedef enum logic {
        RS1 = 1'b0,
        PC = 1'b1
    } aluSrc1_e;
    typedef enum logic {
        RS2 = 1'b0, 
        IMM = 1'b1
    } aluSrc2_e;
endpackage: riscv_definitions
`timescale 1ns / 1ps
module memory_access(
    input  logic        clk,                
    input  logic        rst_n,              
    input  logic        clk_en,             
    input  logic [31:0] i_data_rd,            
    input  logic        i_ex_mem_to_reg,      
    input  logic        i_ex_rw_sel,          
    input  logic        i_ex_reg_wr,          
    input  logic        i_ex_mem_rd,          
    input  logic        i_ex_mem_wr,          
    input  logic [31:0] i_ex_pc_plus_4,       
    input  logic [31:0] i_ex_alu_result,      
    input  logic [31:0] i_ex_reg_read_data2,  
    input  logic  [4:0] i_ex_reg_dest,        
    input  logic  [2:0] i_ex_funct3,          
    input  logic  [6:0] i_ex_funct7,          
    output logic [31:0] o_data_wr,            
    output logic [31:0] o_data_addr,          
    output logic  [3:0] o_data_rd_en_ctrl,    
    output logic        o_data_rd_en_ma,      
    output logic        o_data_wr_en_ma,      
    output logic        o_ma_mem_to_reg,      
    output logic        o_ma_rw_sel,          
    output logic [31:0] o_ma_pc_plus_4,       
    output logic [31:0] o_ma_read_data,       
    output logic [31:0] o_ma_result,          
    output logic  [4:0] o_ma_reg_dest,        
    output logic        o_ma_reg_wr           
);
    assign o_data_wr       = i_ex_reg_read_data2;
    assign o_data_addr     = i_ex_alu_result;
    assign o_data_rd_en_ma = i_ex_mem_rd;
    assign o_data_wr_en_ma = i_ex_mem_wr;
    always_comb begin
        case (i_ex_funct3)
            3'b000: o_data_rd_en_ctrl = 4'b0001;  
            3'b001: o_data_rd_en_ctrl = 4'b00111;  
            3'b010: o_data_rd_en_ctrl = 4'b1111;  
            default: o_data_rd_en_ctrl = 4'b1111;  
        endcase
    end
    always_ff @(posedge clk or negedge rst_n) begin
        if (!rst_n) begin
            o_ma_mem_to_reg   <= 0;
            o_ma_rw_sel       <= 0;
            o_ma_pc_plus_4    <= 0;
            o_ma_read_data    <= 0;
            o_ma_result       <= 0;
            o_ma_reg_dest     <= 0;
            o_ma_reg_wr       <= 0;
        end else if (clk_en) begin
            o_ma_mem_to_reg   <= i_ex_mem_to_reg;
            o_ma_rw_sel       <= i_ex_rw_sel;
            o_ma_pc_plus_4    <= i_ex_pc_plus_4;
            o_ma_result       <= i_ex_alu_result;
            o_ma_reg_dest     <= i_ex_reg_dest;
            o_ma_reg_wr       <= i_ex_reg_wr;
            case (i_ex_funct3)
                3'b000:   
                    o_ma_read_data <= {{24{i_data_rd[7]}}, i_data_rd[7:0]};
                3'b001:   
                    o_ma_read_data <= {{16{i_data_rd[15]}}, i_data_rd[15:0]};
                3'b010:   
                    o_ma_read_data <= i_data_rd;
                3'b100:   
                    o_ma_read_data <= {24'b0, i_data_rd[7:0]};
                3'b101:   
                    o_ma_read_data <= {16'b0, i_data_rd[15:0]};
                default:
                    o_ma_read_data <= i_data_rd;  
            endcase
        end
    end
endmodule
==> flow/run.sh <==
#!/bin/bash
# OpenROAD 26Q1-2900-gdf79404cd8, Yosys 0.63+post, stock flow scripts
make -C /OpenROAD-flow-scripts/flow DESIGN_CONFIG=/design/flow/config.mk WORK_HOME=/design/flow/orfs finish
==> flow/config.mk <==
export PLATFORM = sky130hd
export DESIGN_NAME = memory_access
export DESIGN_NICKNAME = memory_access
export VERILOG_FILES = /design/flow/design.v
export SDC_FILE = /design/flow/constraint.sdc
export NUM_CORES = 4
export LEC_CHECK = 1
export CORE_AREA = 10 10 181 181
export DIE_AREA = 0 0 191 191
==> flow/constraint.sdc <==
current_design memory_access

set clk_period 1.1
set clk_io_pct 0.2

create_clock -name clk0 -period $clk_period [get_ports {clk}]

set non_clock_inputs [all_inputs -no_clocks]
set_input_delay [expr $clk_period * $clk_io_pct] -clock clk0 $non_clock_inputs
set_output_delay [expr $clk_period * $clk_io_pct] -clock clk0 [all_outputs]
==> results.ini <==
[run]
drv_cap = 0
tool_warnings = 35

[worst_setup_path]
slowest_stage = clkdlybuf4s50_1
worst-endpoint-required_ps = 880
crit_fanout = 2
cp_slowest_stage_delay_ps = 460
path_cells = clkdlybuf4s15_2 > clkdlybuf4s50_1
path_class = in -> out
crit_path_end_kind = primary output
startpoint = i_ex_alu_result[30]
r2r-start = o_ma_read_data[28]$_DFFE_PN0P_
start_kind = input pin
crit_arrival_ps = 870
worst-path-buf-inv = 2
critPathTopFamily = buffers and inverters

[floorplan]
placementRows = 62
fp.dieH_um = 191
design.core.area_um2 = 28800
die_area_um2 = 36500
ios = 325
die_w_um = 191
initial_core_util = 0.159

[final_timing]
worst-slew-pin-transition_ps = 508
max_slew_margin = 0.660
tns_ps = 0
fmax_mhz = 916
finalWorstSetupSlack_ps = 7.90
period_needed_ps = 1090
clock_skew_ps = 0
finalMaxSlewViolations = 0
rsz0062_at_grt = yes
timing.final.crit_share = 0.993
hold_violations = 0
finalSetupViolCount = 0

[drt]
num_antenna_cells = 0
drc = 0
vias = 3232
viasPerCell = 3.44
drt_iter0_drc = 72
first_pass_iters = 4
postRouteWirelength_um = 14000
wl_per_cell_um = 14.9
antenna_left = 0

[synth]
ys_area_um2 = 4580
synth_flops = 104
netlist_top_cells_area = dfrtp_1 (57%), mux2_2 (20%), buf_4 (11%), a311o_2 (3.4%), nor2b_1 (2.2%)
syn_area_um2 = 4580
yosys.area.top_type = dfrtp_1
ys_warn_count = 1
synthArstFlopShare = 1.00
postSynthAreaPerCell_um2 = 13.8
ys_cells = 332
synthMostInstantiatedCell = dfrtp_1
netlist_instances = 332
common_cells = dfrtp_1 (104), mux2_2 (80), buf_4 (68)
ys_seq_share = 0.569
top_cell_area_share = 0.569
synth_cell_types = 20
synthFlopType = dfrtp_1
edf_count = 0

[grt]
grt_pass1_wl_um = 21100
grt_pass1_vias = 3376
grt_max_degree = 50
antenna_found_initial = 0
grt.total_usage = 0.0745
grt_overflow = 0

[cts]
clkLatencyLatePin_ps = 350
cts_tree = done
cts_made_buffers = 9
clkSlewWorstSetupHoldPaths_ps = 70
cts_sinks = 104
clk_root_buffer_cell = clkbuf_16
clockBufferDepth = 2
htree_levels = 3

[final_layout]
instances_no_fill = 940
fillers = 3039
reg_top3 = o_ma_pc_plus_4 (32), o_ma_read_data (32), o_ma_result (32)
syn2layout_area_growth_pct = 55.4
drive_gt1_frac = 0.514
comb_area_um2 = 1350
regArea_um2 = 2600

[power]
power_density_nw_per_um2 = 1350
p_leak_nw = 3.24
peakVddDrop_v = 0.000804

[outcome]
outcome = completed

[placement]
place_worst_setup_slack_ps = -745
dp_hpwl_um = 10700
dp.cells = 913
io_buffers = 248
globalplace.congestion = 0.748

[min_path]
hp-class = in -> reg
hp-start = i_ex_alu_result[18]

==> timing repair <==
item | in CTS | in global routing
setup endpoints to repair | 163 | 109
gates cloned | 0 | 0
hold buffers | 2 | 0
pin swaps | 3 | 0
endpoints found under the hold margin | 10 | 0
setup buffers | 6 | 3
resized | 459 | 12
==> cells by family (layout without fill, tap and decap cells) <==
| kind of cell | Yosys count | in the layout | synth area share |
|---|---|---|---|
| muxes | 81 | 81 | 0.199 |
| buffers and inverters | 93 | 317 | 0.138 |
| and+or+nand+nor | 29 | 29 | 0.0391 |
| AOI/OAI and AO/OA | 24 | 24 | 0.0541 |
| other | 1 | 1 | 0.000819 |
| DFF | 104 | 104 | 0.569 |
==> per-layer routing <==
metal,GRT usage,share of wire,vias to the layer above
li1,-,-,1530
met2,0.124,0.50,127
met3,0.0302,0.093,12
met4,0.00969,0.014,0
met5,0,0,-
met1,0.0915,0.39,1563
==> per-stage QoR <==
stage / util / instance area [um^2] / power, W / hold slack, ps
floorplan: - / 4580 / 0.00503 / -75.6
global placement: 0.252 / 7270 / 0.00656 / 102
detailed placement: 0.252 / 7270 / 0.00657 / 90.9
CTS: 0.247 / 7100 / 0.00993 / 190
global route: 0.247 / 7110 / 0.0103 / 112
finish: 0.247 / 7110 / 0.00963 / 126
==> power by group <==
group	internal (W)	switching, W	total (W)
Clock	0.00202	0.00159	0.00362
Combinational	0.00112	0.000521	0.00164
Sequential	0.00421	0.000160	0.00437
==> worst paths after layout <==
kind	end	slack (ps)	depth (start not counted)
max in group asynchronous	o_ma_mem_to_reg$_DFFE_PN0P_	260	3
max reg2reg	o_ma_read_data[28]$_DFFE_PN0P_	170	2
max	o_data_addr[30]	8	2
min reg2reg	o_ma_reg_dest[1]$_DFFE_PN0P_	500	1
min in group asynchronous	o_ma_read_data[7]$_DFFE_PN0P_	350	2
min	o_ma_result[18]$_DFFE_PN0P_	130	2
==> final cells by class <==
| cell class | count | share of cell area |
|---|---|---|
| clock inverter | 7 | 0.0141 |
| clock buffer | 9 | 0.0317 |
| tap | 384 | 0.0675 |
| multi-input combinational | 135 | 0.189 |
| sequential | 104 | 0.366 |
| timing repair buffer | 293 | 0.328 |
| inverter | 8 | 0.00422 |
==> layout by cell type (no fill, tap or decap), drive strengths merged <==
master           n
dlymetal6s2s     7
clkinv           2
nor2b           16
a311o           16
or3              1
buf            157
nand4b           1
clkdlybuf4s15   19
clkbuf          12
mux2            80
mux2i            1
dlygate4sd3      2
bufinv           2
nor3b            1
conb             1
dfrtp          104
dlygate4sd2     27
or2              1
inv             11
o221ai           8
nand2            8
nor2             1
clkdlybuf4s50   78
No activity file was given, so power comes from the tool's default toggle rates.
