==> design.v <==
package riscv_definitions;
localparam REG_ADDR = 5;
localparam DATA_WIDTH = 32;
localparam REG_COUNT = 32;
localparam RAM_AMOUNT = 4;
    typedef logic [DATA_WIDTH-1:0] dataBus_t;
    typedef enum logic [6:0] {
        LUI    = 7'b0110111,   
        AUIPC  = 7'b0010111,   
        JAL    = 7'b1101111,   
        JALR   = 7'b1100111,   
        BRCH_S = 7'b1100011,   
        LOAD_S = 7'b0000011,   
        STORE_S = 7'b0100011,  
        ALUI_S = 7'b0010011,   
        ALU_S  = 7'b0110011    
    } opcodeType;
    typedef enum logic [2:0] {
        IMM_I = 3'b000,   
        IMM_IS = 3'b001,  
        IMM_S = 3'b010,   
        IMM_B = 3'b011,   
        IMM_U = 3'b100,   
        IMM_J = 3'b101    
    } imm_src_t;
    typedef enum logic [3:0] {
        ALU_ADD    = 4'b0000,  
        ALU_SLL    = 4'b0001,  
        ALU_LT     = 4'b0010,  
        ALU_LTU    = 4'b0011,  
        ALU_XOR    = 4'b0100,  
        ALU_SRL    = 4'b0101,  
        ALU_OR     = 4'b0110,  
        ALU_AND    = 4'b0111,  
        ALU_SUB    = 4'b1000,  
        ALU_SRA    = 4'b1001,  
        ALU_BPS2   = 4'b1010,  
        ALU_EQUAL  = 4'b1011,  
        ALU_NEQUAL = 4'b1100,  
        ALU_GT     = 4'b1101,  
        ALU_GTU    = 4'b1111   
    } aluOpType;
    typedef enum logic {
        RS1 = 1'b0,
        PC = 1'b1
    } aluSrc1_e;
    typedef enum logic {
        RS2 = 1'b0, 
        IMM = 1'b1
    } aluSrc2_e;
endpackage: riscv_definitions
module mux2to1 (
    input  logic [31:0] in0,
    input  logic [31:0] in1,
    input  logic        sel,
    output logic [31:0] out
);
    always_comb begin
        case (sel)
            1'b0: out = in0;
            1'b1: out = in1;
            default: out = 32'b0;
        endcase
    end
endmodule
module WriteBack (
    input  logic        i_ma_mem_to_reg,  
    input  logic        i_ma_rw_sel,      
    input  logic [31:0] i_ma_pc_plus_4,   
    input  logic [31:0] i_ma_read_data,   
    input  logic [31:0] i_ma_result,      
    output logic [31:0] o_wb_data         
);
    logic [31:0] mux2_out;
    mux2to1 mux_select_mem_or_alu (
        .in0 (i_ma_result),      
        .in1 (i_ma_read_data),   
        .sel (i_ma_mem_to_reg),  
        .out (mux2_out)          
    );
    mux2to1 mux_select_final_data (
        .in0 (mux2_out),         
        .in1 (i_ma_pc_plus_4),   
        .sel (i_ma_rw_sel),      
        .out (o_wb_data)         
    );
endmodule
==> run.sh <==
#!/bin/bash
# OpenROAD 26Q1-2900-gdf79404cd8, Yosys 0.63+post, stock flow scripts
make -C /OpenROAD-flow-scripts/flow DESIGN_CONFIG=/design/flow/config.mk WORK_HOME=/design/flow/orfs finish
==> config.mk <==
export PLATFORM = sky130hd
export DESIGN_NAME = WriteBack
export DESIGN_NICKNAME = WriteBack
export VERILOG_FILES = /design/flow/design.v
export SDC_FILE = /design/flow/constraint.sdc
export NUM_CORES = 4
export LEC_CHECK = 1
export CORE_AREA = 10 10 78 78
export DIE_AREA = 0 0 88 88
==> constraint.sdc <==
current_design WriteBack

set clk_period 1.0
set clk_io_pct 0.2

create_clock -name clk0 -period $clk_period

set non_clock_inputs [all_inputs -no_clocks]
set_input_delay [expr $clk_period * $clk_io_pct] -clock clk0 $non_clock_inputs
set_output_delay [expr $clk_period * $clk_io_pct] -clock clk0 [all_outputs]
==> flow_summary.yaml <==
# generated from flow reports
status:
  status: "finished, violations left"
  violations: "setup timing"
logic_synthesis:
  ys_chip_area_sq_um: 714.4
  top_area_frac: 0.4483
  yosys.area.top_type: "mux2i_1"
  syn_area_sq_um: 714.4
  netlist_instances: 107
  ys_cells: 107
  yosysWarningCount: 1
  ys_seq_share: 0
  avgSynthCellArea_sq_um: 6.677
  area_leaders: "mux2i_1, o21ai_1, nand2_1"
  synthDistinctLibCells: 8
final_timing:
  max_freq_mhz: 907.5
  setup_violations: 30
  period_used_share: 1.102
  finalHoldViolations: 0
  hold_ws_ps: 693.0
  finalSetupTns_ps: -2118
  maxSlewHeadroom: 0.9028
  finalMaxSlewViolations: 0
  finalWorstSetupSlack_ps: -102.0
  rsz0062_at_grt: "true"
  tightest_slew_ps: 141.7
  period_needed_ps: 1102
die:
  die_h_um: 88
  io_pins: 130
  fp_util: 0.1618
  die_x_um: 88
  num_rows: 24
  chip_area_sq_um: 7744
  core_area_sq_um: 4414
final_layout:
  final_core_util: 0.4450
  layout-drive-gt1-share: 0.2134
  syn_to_final_growth_pct: 175.0
  final_area_sq_um: 1964
  mi_logic_area_sq_um: 633.1
  nClkBuffers: 0
  fin_cells: 291
  seqCellArea_sq_um: 0
  fillers: 483
  seq_cells: 0
routing:
  wire_per_inst_um: 15.35
  viasPerCell: 4.271
  first_pass_iters: 4
  detail-route-antenna-nets: 0
  antennaDiodeCount: 0
  finalWirelength_um: 4466
  route.vias.total: 1243
  drc_errors: 0
  drtIter0Drc: 18
place:
  routabilityCongestion: 0.7569
  post_dp_cell_area_sq_um: 2044
  dp_hpwl_um: 3669
  placed_cells: 282
  port_buffers: 130
  dpl_worst_slack_ps: -582.5
pwr:
  p_leak_nw: 1.061
  irDropWorstVdd_mv: 0.1280
  total_power_mw: 0.7109
  p_per_area_nw_per_um2: 361.9
global_routing:
  antenna_found_initial: 0
  grt_pass1_vias: 1274
  grt_max_degree: 35
  grt_usage: 0.09813
  grt_pass1_wl_um: 6272
  grt_overflow: 0
critical_path:
  critPathRequiredTime_ps: 800
  critPathLaunchType: "primary input"
  critPathArrivalTime_ps: 900
  cp-end-kind: "primary output"
  critPathMaxFanout: 8
  critPathKind: "primary input to primary output"
job:
  cap_viol_max_count: 0
  openroad.warnings: 34
cts:
  cts-hold-fix-buffers: 0
min_path:
  hp-class: "primary input to primary output"
cell usage after synthesis:
master	instances
buf_12	3
buf_6	1
nand2_1	32
mux2i_1	32
o21ai_2	2
o21ai_1	28
o21ai_0	2
buf_2	7
kinds of logic (layout without fill, tap and decap cells):
group,count (synthesis),after routing,share of synthesized area
AND-OR/OR-AND,32,32,0.2347
AND/OR/NAND/NOR,32,32,0.1681
multiplexers,32,32,0.4483
buffers and inverters,11,143,0.1489
where the power goes:
part / total [mW] / switching [mW] / internal (mW)
Sequential: 0 / 0 / 0
Clock: 0 / 0 / 0
Combinational: 0.711 / 0.231 / 0.480
Total: 0.711 / 0.231 / 0.480
worst max-delay path: stages:
cell and delay, ps:
buf_8 100, buf_12 130, buf_12 130, mux2i_1 110, o21ai_1 110, buf_2 110
path summary, 6_finish.rpt:
check | startpoint | depth (start not counted) | end | slack, ps
worst min-delay path | i_ma_pc_plus_4[21] | 4 | o_wb_data[21] | 690
worst max-delay path | i_ma_mem_to_reg | 6 | o_wb_data[18] | -100
cell type report:
cell class | count | share of cell area
multi-input combinational | 96 | 0.3223
tap | 52 | 0.03312
timing repair buffer | 143 | 0.6446
repair_timing:
| action | 4_1_cts | 5_1_grt |
|---|---|---|
| gates resized | 186 | 8 |
| setup endpoints to repair | 32 | 32 |
| gates cloned | 0 | 3 |
| setup buffers | 6 | 0 |
| pin swaps | 32 | 17 |
per-layer routing:
metal	GRT usage	wire, um	vias up
li1	-	-	640
met1	0.1108	1748	535
met2	0.1753	2154	68
met3	0.04490	563	0
met4	0	0	0
met5	0	0	-
cell usage in the layout, fill, tap and decap left out, drive strengths merged:
| cell type | instances |
|---|---|
| dlygate4sd2 | 81 |
| buf | 45 |
| nand2 | 32 |
| mux2i | 32 |
| o21ai | 32 |
| clkdlybuf4s50 | 13 |
| clkbuf | 2 |
| dlymetal6s2s | 2 |
Power and IR drop assume default switching activity.
